===== ./design.v =====
interface axi_lite_if;
    logic        arvalid;
    logic        arready;
    logic [31:0] araddr;
    logic        rvalid;
    logic        rready;
    logic [31:0] rdata;
    logic [ 1:0] rresp;
    logic        awvalid;
    logic        awready;
    logic [31:0] awaddr;
    logic        wvalid;
    logic        wready;
    logic [31:0] wdata;
    logic [ 7:0] wmask;
    logic        bvalid;
    logic        bready;
    logic [ 1:0] bresp;
    modport master(
        output arvalid, araddr, rready,
        output awvalid, awaddr,
        output wvalid, wdata, wmask,
        output bready,
        input arready, rvalid, rdata, rresp,
        input awready, wready, bvalid, bresp
    );
    modport slave(
        input arvalid, araddr, rready,
        input awvalid, awaddr,
        input wvalid, wdata, wmask,
        input bready,
        output arready, rvalid, rdata, rresp,
        output awready, wready, bvalid, bresp
    );
endinterface
typedef enum logic [3:0] {
    ALU_ADD  = 4'd0,
    ALU_SUB  = 4'd1,
    ALU_NOT  = 4'd2,
    ALU_AND  = 4'd3,
    ALU_OR   = 4'd4,
    ALU_XOR  = 4'd5,
    ALU_EQ   = 4'd6,
    ALU_SLT  = 4'd7,
    ALU_SLTU = 4'd8,
    ALU_SLL  = 4'd9,
    ALU_SRL  = 4'd10,
    ALU_SRA  = 4'd11
} alu_op_t;
module alu #(
    parameter int WIDTH = 32,
    parameter int SHIFT_WIDTH = $clog2(WIDTH)   
) (
    input signed [WIDTH-1:0] A,
    input signed [WIDTH-1:0] B,
    input alu_op_t ALUop,
    output logic signed [WIDTH-1:0] Result
);
    logic Zero, Overflow;
    logic [WIDTH-1:0] add_res, not_res, and_res, or_res, xor_res, sll_res, srl_res, sra_res;
    logic slt_res, sltu_res, eq_res;
    adder #(
        .WIDTH(WIDTH)
    ) adder_inst (
        .A(A),
        .B(B),
        .is_sub(|ALUop),
        .Carry(),
        .Zero(Zero),
        .Overflow(Overflow),
        .Result(add_res)
    );
    assign not_res = ~A;
    assign and_res = A & B;
    assign or_res  = A | B;
    assign xor_res = A ^ B;
    assign slt_res = add_res[WIDTH-1] ^ Overflow;
    assign eq_res  = Zero;
    always_comb begin
        unique case ({
            A[WIDTH-1], B[WIDTH-1]
        })
            2'b00, 2'b11: sltu_res = add_res[WIDTH-1];
            2'b01: sltu_res = 1'b1;
            2'b10: sltu_res = 1'b0;
        endcase
    end
    assign sll_res = A << B[SHIFT_WIDTH-1:0];
    assign srl_res = A >> B[SHIFT_WIDTH-1:0];
    assign sra_res = A >>> B[SHIFT_WIDTH-1:0];
    always_comb begin
        unique case (ALUop)
            ALU_ADD:  Result = add_res;   
            ALU_SUB:  Result = add_res;   
            ALU_NOT:  Result = not_res;   
            ALU_AND:  Result = and_res;   
            ALU_OR:   Result = or_res;   
            ALU_XOR:  Result = xor_res;   
            ALU_EQ:   Result = {31'b0, eq_res};   
            ALU_SLT:  Result = {31'b0, slt_res};   
            ALU_SLTU: Result = {31'b0, sltu_res};   
            ALU_SLL:  Result = sll_res;   
            ALU_SRL:  Result = srl_res;   
            ALU_SRA:  Result = sra_res;   
            default:  Result = '0;   
        endcase
    end
endmodule
module adder #(
    parameter int WIDTH = 32
) (
    input [WIDTH-1:0] A,
    input [WIDTH-1:0] B,
    input is_sub,
    output logic Carry,
    Zero,
    Overflow,
    output logic [WIDTH-1:0] Result
);
    wire [WIDTH-1:0] B1;
    assign B1 = {WIDTH{is_sub}} ^ B;
    assign {Carry, Result} = A + B1 + is_sub;   
    assign Overflow = (A[WIDTH-1] == B1[WIDTH-1]) && (Result[WIDTH-1] != A[WIDTH-1]);
    assign Zero = ~(|Result);
endmodule

===== ./run.sh =====
#!/bin/bash
# OpenROAD 26Q1-2900-gdf79404cd8, Yosys 0.63+post, stock flow scripts
make -C /OpenROAD-flow-scripts/flow DESIGN_CONFIG=/design/flow/config.mk WORK_HOME=/design/flow/orfs finish

===== ./config.mk =====
export PLATFORM = sky130hd
export DESIGN_NAME = alu
export DESIGN_NICKNAME = alu
export VERILOG_FILES = /design/flow/design.v
export SDC_FILE = /design/flow/constraint.sdc
export NUM_CORES = 4
export LEC_CHECK = 1
export CORE_UTILIZATION = 50

===== ./constraint.sdc =====
current_design alu

set clk_period 37.3
set clk_io_pct 0.2

create_clock -name clk0 -period $clk_period

set non_clock_inputs [all_inputs -no_clocks]
set_input_delay [expr $clk_period * $clk_io_pct] -clock clk0 $non_clock_inputs
set_output_delay [expr $clk_period * $clk_io_pct] -clock clk0 [all_outputs]

==> summary.rpt <==
=== SYNTHESIS / PLACE & ROUTE SUMMARY ===
----------------------------------------------------
[Power and ir drop]
  Reported leakage power ........................ 3.74 nW
  Internal portion of total power ........................ 60.6 uW
  Sw Pwr ........................ 88.4 uW
  Cell Pwr Density ........................ 16.6 nW/um^2
  Clk pwr share ........................ 0%
  Switching part of the total power ........................ 59.3%
  Sequential group share of total power ........................ 0%
  Combinational group share of total power ........................ 100.0%
  Highest ir drop seen on vdd ........................ 0.0000109 V

[Setup path]
  Bufs and invs on worst path ........................ 3
  Worst path cell trace ........................ clkdlybuf4s50_1, nor4_2, buf_4, xnor2_1, ha_1, nor2b_1, o311a_1, o21a_1, a21o_1, a2111o_1, a21o_1, a2111oi_2, nand4_1, o31ai_2, clkdlybuf4s50_1
  Critical Path Max Stage Delay ........................ 0.73 ns
  Crit path DRT ........................ 29.84 ns
  Crit. End Element ........................ output pin
  Startpoint kind of the worst setup timing path ........................ input pin
  CP max-delay cell ........................ clkdlybuf4s50_1
  Worst-path fanout max ........................ 31
  Top cell family by delay on the critical path ........................ AND-OR/OR-AND gates
  Endpoint arrival time on the critical path ........................ 12.72 ns
  Critical Setup Path Class ........................ input pin to output pin

[Route]
  Total wirelength of the detailed-routed design ........................ 31900 um
  Total via count after detailed routing ........................ 9444
  Count of routing violations after the opening detailed-route iteration ........................ 1025
  Via-to-Cell Ratio ........................ 6.70
  First-pass detailed-route iteration total ........................ 6
  Count of inserted antenna diode cells ........................ 0
  Drt drc ........................ 0
  Number of nets with antenna violations after routing ........................ 0
  Detailed-route wire length per cell ........................ 22.6 um

[Floorplanning]
  Die H ........................ 128 um
  Floorplan utilization ........................ 51.7%
  Die Outline Area ........................ 16300 um^2
  Die Wd ........................ 128 um
  I/O pin total ........................ 100
  Area of the core ........................ 15300 um^2
  Number of placement rows ........................ 45

[Placed design]
  Routability congestion estimate from global placement ........................ 1.01
  # port buffers ........................ 100
  Placed cell count ........................ 1410
  Placed wire-length estimate ........................ 24600 um

[Final timing]
  Hold Fails Final Rpt ........................ 0
  Max_slew headroom ........................ 41.7%
  Fraction of the cycle the final worst path needs ........................ 54.1%
  Total of endpoints with negative setup slack in the final report ........................ 0
  Max-slew violation total from the final report ........................ 0
  Shortest clock period the worst path allows after layout ........................ 20.18 ns
  Fin Setup TNS ........................ 0 ns
  Top achievable clock speed ........................ 49.6 MHz
  Transition time at the pin with the least slew margin ........................ 0.871 ns
  RSZ-0062 raised after global routing ........................ no

[Finish]
  Post-synthesis to final-layout area growth ........................ 13.3%
  Clkbuf count ........................ 0
  Final std cells w/o fill ........................ 1410
  Fraction of layout instances using a drive strength above 1 ........................ 6.51%
  Seq_cells ........................ 0
  Register area ........................ 0 um^2
  Fillers ........................ 1558

[Job]
  Warning total across the stage logs ........................ 68
  Max-cap violations ........................ 0

[Yosys]
  Max-area cell share ........................ 15.3%
  Library cell with the largest summed area after synthesis ........................ ha_1
  Cell count after synthesis ........................ 1173
  Number of standard cells reported by yosys ........................ 1173
  Synth Warn # ........................ 1
  Post-synthesis instance area ........................ 7910 um^2
  Leading cell types by total area after synthesis ........................ ha_1 (15%), mux4_2 (7.4%), mux2i_1 (7.0%)
  Summed standard-cell area reported by yosys ........................ 7910 um^2
  Post-synth cell types ........................ 75
  Post-synthesis area per instance ........................ 6.74 um^2
  Share of synthesized area occupied by flip-flops and latches ........................ 0%

[Min path]
  Startpoint of the lowest-slack hold path ........................ B[3]
  Worst Hold Class ........................ input pin to output pin
  Number of instances on the worst hold path ........................ 5
  End point of the most critical hold path ........................ Result[6]

[Global route]
  GRT Overall Usage ........................ 39.4%
  Total congestion overflow after global routing ........................ 0
  Wire length of the first global-routing pass ........................ 48200 um
  Vias in the first global route ........................ 8247
  Initial antenna violation count ........................ 0
  Maximum number of pins on one net before global-route repair ........................ 74

[Outcome]
  Status ........................ finished clean

[Clocking]
  Post-CTS Repair Setup Buffers ........................ 0
  Number of buffers added to fix hold violations after cts ........................ 0
  Count of cells resized by post-cts repair ........................ 0

----------------------------------------------------
==> power groups by stage <==
stage	clock, mW	sequential (mW)	combinational, mW
5_1_grt	0	0	0.161
4_1_cts	0	0	0.145
6_report	0	0	0.149
==> synthesized netlist by cell type, types with 9 or more instances <==
master,count
a21oi_1,104
a21o_1,17
nand2b_1,16
nand4_1,11
clkbuf_1,78
mux2i_1,55
mux4_2,26
a221o_1,10
nor3_1,30
o211ai_1,27
o21a_1,9
or3_1,17
o221ai_1,12
xnor2_1,44
mux2_2,9
nand3_1,25
a211o_1,9
o21ai_0,99
o2111ai_1,11
nand2_1,88
a221oi_1,20
inv_1,72
a31oi_1,9
ha_1,97
a211oi_1,12
nor2_1,135
==> cell usage in the layout (no fill, tap or decap), types with 19 or more instances in the layout <==
cell type	instances
nor2_1	135
a21oi_1	104
o21ai_0	99
ha_1	97
clkdlybuf4s50_1	96
nand2_1	88
inv_1	72
mux2i_1	55
xnor2_1	44
nor3_1	29
o211ai_1	27
mux4_2	26
nand3_1	25
a221oi_1	20
buf_4	19
==> kinds of logic (layout without fill, tap and decap cells) <==
| logic type | after synthesis | in the layout | share of synthesized area, % |
|---|---|---|---|
| buffers and inverters | 167 | 193 | 8.10 |
| adders and majority gates | 98 | 98 | 15.6 |
| and+or+nand+nor | 380 | 380 | 23.0 |
| muxes | 90 | 90 | 15.6 |
| xor gates and xnor gates | 48 | 48 | 5.31 |
| AOI/OAI and AO/OA | 390 | 390 | 32.3 |
==> area by class of cell <==
type / count / area, um^2 / area share [%]
Tap cell: 211 / 264 / 2.95
Inverter: 75 / 282 / 3.14
Multi-Input combinational cell: 1006 / 7300 / 81.4
Timing Repair Buffer: 118 / 1120 / 12.5
==> stage by stage <==
stage | cell area (um^2) | hold slack, ns | total power [mW] | utilization, % | setup slack, ns
2_1_floorplan | 7910 | 15.08 | 0.0923 | - | 18.59
3_3_place_gp | 8960 | 16.13 | 0.145 | 58.5 | 17.26
3_5_place_dp | 8960 | 16.14 | 0.144 | 58.5 | 17.25
4_1_cts | 8960 | 16.14 | 0.145 | 58.5 | 17.18
5_1_grt | 8960 | 16.26 | 0.161 | 58.5 | 16.85
6_report | 8960 | 16.20 | 0.149 | 58.5 | 17.12
==> worst max path at each step <==
stage | from | endpoint | slack [ns] | depth (start not counted)
CTS | ALUop[0] | Result[0] | 17.18 | 15
global route | ALUop[0] | Result[0] | 16.85 | 15
finish | ALUop[0] | Result[0] | 17.12 | 15
==> layer usage <==
| layer | up-vias | share of wire [%] | GRT usage (%) |
|---|---|---|---|
| met3 | 60 | 12 | 8.80 |
| met5 | - | 0 | 0 |
| li1 | 4413 | - | - |
| met4 | 0 | 3.4 | 12.3 |
| met1 | 4409 | 43 | 59.5 |
| met2 | 562 | 41 | 55.6 |
Power figures rest on the tool's default switching activity, not on a simulated workload.
